===== /design/flow/run.sh =====
#!/bin/bash
# OpenROAD 26Q1-2900-gdf79404cd8, Yosys 0.63+post, stock flow scripts
make -C /OpenROAD-flow-scripts/flow DESIGN_CONFIG=/design/flow/config.mk WORK_HOME=/design/flow/orfs finish

===== /design/flow/config.mk =====
export PLATFORM = sky130hd
export DESIGN_NAME = screenDrawer
export DESIGN_NICKNAME = screenDrawer
export VERILOG_FILES = /design/flow/design.v
export SDC_FILE = /design/flow/constraint.sdc
export NUM_CORES = 4
export LEC_CHECK = 1
export CORE_UTILIZATION = 30

===== /design/flow/constraint.sdc =====
current_design screenDrawer

set clk_period 6.1
set clk_io_pct 0.2

create_clock -name clk0 -period $clk_period [get_ports {clock}]

set non_clock_inputs [all_inputs -no_clocks]
set_input_delay [expr $clk_period * $clk_io_pct] -clock clk0 $non_clock_inputs
set_output_delay [expr $clk_period * $clk_io_pct] -clock clk0 [all_outputs]

===== /design/flow/design.v =====
module screenDrawer (
		input clock,
		input reset_n,
		output reg s_ready,
		input s_valid_pl,
		input s_valid_pr,
		input s_valid_ball,
		input [8:0] in_paddle_left_x,
		input [8:0] in_paddle_left_y,
		input [8:0] in_paddle_right_x,
		input [8:0] in_paddle_right_y,
		input [8:0] in_ball_x,
		input [8:0] in_ball_y,
		input [2:0] in_box_color,
		input m_ready,
		output reg m_valid,
		output reg [8:0] out_box_x,
		output reg [8:0] out_box_y,
		output reg [8:0] out_box_h,
		output reg [8:0] out_box_w,
		output reg [2:0] out_box_color
	);
	parameter BOX_WIDTH = 9'd10;
	parameter BOX_HEIGHT = 9'd48;
	parameter BALL_WIDTH = 9'd10;
	parameter BALL_HEIGHT = 9'd10;
	parameter SCREEN_WIDTH = 9'd320;
	parameter SCREEN_HEIGHT = 9'd240;
	parameter REFRESH_RATE_COUNT = 32'd833332;
	parameter S_WAIT_FOR_INPUT = 3'd0,
			  S_WAIT_TO_DRAW_BACKGROUND = 3'd1,
			  S_WAIT_TO_DRAW_PADDLE_LEFT = 3'd2,
			  S_WAIT_TO_DRAW_PADDLE_RIGHT = 3'd3,
			  S_WAIT_TO_DRAW_BALL = 3'd4,
			  S_WAIT_FOR_REFRESH_COUNT = 3'd5;
	reg [2:0] current_state;  
	reg [2:0] next_state;
	reg [8:0] paddle_left_x;  
	reg [8:0] paddle_left_y;  
	reg [8:0] paddle_right_x;  
	reg [8:0] paddle_right_y;  
	reg [8:0] ball_x;  
	reg [8:0] ball_y;  
	reg [2:0] box_color;  
	reg [31:0] refresh_count;
	always @ (*) begin
		next_state = current_state;
		s_ready = 1'b0;
		m_valid = 1'b0;
		out_box_x = 9'd0;
		out_box_y = 9'd0;
		out_box_w = 9'd1;
		out_box_h = 9'd1;
		out_box_color = 3'd0;
		case (current_state)
			S_WAIT_FOR_INPUT: begin
				s_ready = 1'b1;
				if (s_valid_pl == 1'b1 && s_valid_pr == 1'b1 && s_valid_ball == 1'b1) begin
					next_state = S_WAIT_TO_DRAW_BACKGROUND;
				end
			end
			S_WAIT_TO_DRAW_BACKGROUND: begin
				m_valid = 1'b1;
				out_box_x = 9'd0;
				out_box_y = 9'd0;
				out_box_w = SCREEN_WIDTH;
				out_box_h = SCREEN_HEIGHT;
				out_box_color = 3'd0;
				if (m_ready == 1'b1) begin
					next_state = S_WAIT_TO_DRAW_PADDLE_LEFT;
				end
			end
			S_WAIT_TO_DRAW_PADDLE_LEFT: begin
				m_valid = 1'b1;
				out_box_x = paddle_left_x;
				out_box_y = paddle_left_y;
				out_box_w = BOX_WIDTH;
				out_box_h = BOX_HEIGHT;
				out_box_color = box_color;
				if (m_ready == 1'b1) begin
					next_state = S_WAIT_TO_DRAW_PADDLE_RIGHT;
				end
			end
			S_WAIT_TO_DRAW_PADDLE_RIGHT: begin
				m_valid = 1'b1;
				out_box_x = paddle_right_x;
				out_box_y = paddle_right_y;
				out_box_w = BOX_WIDTH;
				out_box_h = BOX_HEIGHT;
				out_box_color = box_color;
				if (m_ready == 1'b1) begin
					next_state = S_WAIT_TO_DRAW_BALL;
				end
			end
			S_WAIT_TO_DRAW_BALL: begin
				m_valid = 1'b1;
				out_box_x = ball_x;
				out_box_y = ball_y;
				out_box_w = BALL_WIDTH;
				out_box_h = BALL_HEIGHT;
				out_box_color = box_color;
				if (m_ready == 1'b1) begin
					next_state = S_WAIT_FOR_REFRESH_COUNT;
				end
			end
			S_WAIT_FOR_REFRESH_COUNT: begin
				if (refresh_count == REFRESH_RATE_COUNT) begin
					next_state = S_WAIT_FOR_INPUT;
				end
			end
			default: begin
		end
		endcase
	end
	always @ (posedge clock) begin
		if (reset_n == 1'b0) begin
			refresh_count <= 32'd0;
			paddle_left_x <= 9'd0;
			paddle_left_y <= 9'd100;
			paddle_right_x <= 9'd310;
			paddle_right_y <= 9'd100;
			ball_x <= 9'd160;
			ball_y <= 9'd120;
			box_color <= 3'd0;
			current_state <= S_WAIT_FOR_INPUT;
		end
		else begin
			current_state <= next_state;
			if (current_state == S_WAIT_FOR_INPUT && s_valid_pl == 1'b1 && s_valid_pr == 1'b1 && s_valid_ball == 1'b1) begin
				paddle_left_x <= in_paddle_left_x;
				paddle_left_y <= in_paddle_left_y;
				paddle_right_x <= in_paddle_right_x;
				paddle_right_y <= in_paddle_right_y;
				ball_x <= in_ball_x;
				ball_y <= in_ball_y;
				box_color <= in_box_color;
			end
			if (current_state == S_WAIT_TO_DRAW_BACKGROUND) begin
				refresh_count <= 32'd0;
			end
			else begin
				refresh_count <= (refresh_count == REFRESH_RATE_COUNT) ? refresh_count : refresh_count + 32'd1;
			end
		end
	end
endmodule  

==> CHANGELOG.md <==
### Physical design

- Status: complete, no violations
- Core Util at FP: 31.06%
- Routability cong.: 0.8641
- Slew @ Worst Pin: 0.9829 ns
- Critical Path Max Stage Delay: 0.63 ns
- Fin crit share: 59.16%
- Syn-to-layout area delta: 31.61%
- Register area share after synthesis: 43.60%
- Dominant register cell: dfxtp_1
- Area leader, netlist: dfxtp_1
- Hold Crit Depth: 2
- Final-report hold violation count: 0
- Via density: 4.962
- Synth Register Bits: 95
- Post-CTS setup buffer count: 0
- Setup TNS: 0 ns
- Grt total ovfl: 0
- Initial antenna violation count: 0
- Die ar.: 0.01502 mm^2
- Detail Route Antenna Nets: 0
- Worst Hold Class: reg2reg
- Drt drc: 0
- Mapped Cells: 540
- Post-route minimum period: 3.609 ns
- Post-Syn Area: 0.004362 mm^2
- Fin. max-slew vios: 0
- Share of cells above drive strength 1: 4.214%
- Synth warnings: 1
- EDFF count, synth: 0
- Path depth of the worst reg2reg path: 5
- Max cap viols: 0
- CP arrival: 2.39 ns
- Post-detail-place hpwl: 7380 um
- Vias in the first global route: 3627
- Layout fillers: 1315
- Crit-path slowest cell: dfxtp_1
- Worst IR Drop VDD: 0.1587 mV
- Worst R2R End: refresh_count[30]
- Req. time, crit path: 4.88 ns
- Largest net degree at the start of global routing: 66
- Netlist cell types: 37
- Reg2reg start: refresh_count[1]
- Reg clk slew, reported paths: 0.07 ns
- Root Driver: clkbuf_16
- RSZ-0062 raised after global routing: false
- Worst slew margin: 34.38%
- CTS tree: done
- First-pass detailed-route iteration total: 6
- Fin util: 40.88%
- Most frequent cells after synthesis: nand2_1, dfxtp_1, a21boi_0
- Tool warnings: 26
- Ys cells: 540
- Total CTS buffers: 9
- Top cells by area: dfxtp_1, nand2_1, a21boi_0
- FF-to-FF setup slack: 4.10 ns
- Via count: 3955
- Hold Crit Start: ball_x[0]
- # setup viols final: 0
- Total GRT Usage: 15.03%
- Top-area cell share: 43.60%
- Leak pwr: 2.140 nW
- CTS max path bufs: 2
- Post-cts sizing count: 0
- Async SR Flop Fraction: 0%
- Crit-path cells: nor3_1 -> inv_1 -> nor2_1 -> clkdlybuf4s50_1
- IO Pins: 104
- DRT iter0 DRCs: 335
- Number of antenna diodes: 0
- Port bufs: 97
- Die Y: 122.6 um
- Post-synthesis area per instance: 8.077 um^2
- Worst skew pair latency: 0.34 ns
- Core area: 0.01404 mm^2
- Yosys synthesis chip area: 0.004362 mm^2
- Max frequency: 277.1 MHz
- Critical path peak fanout: 22
- Worst setup EP type: output pin
- Cts hold-fix bufs: 0
- Rows: 43
- Startpoint Class: register
- TritonCTS Sinks: 95
- Setup CP Type: reg2out
- Global-route wire length before repair: 17710 um
- DRT Wirelength: 10900 um
- Hold Crit Endpoint: ball_x[0]
- Power Dens Cells: 243.5 mW/mm^2
- Top-count cell post-synth: nand2_1
- Routed len/inst: 13.67 um
- Skew final: 0.003561 ns
- Die Span X: 122.6 um
- H-tree levels: 3
==> kinds of logic after synthesis <==
| group | share of synthesized area [%] |
|---|---|
| mux | 1.606 |
| simple gates | 28.00 |
| fa+ha+maj | 0.5736 |
| buf+inv | 7.516 |
| flops | 43.60 |
| other cells | 0.08598 |
| compound gates | 16.81 |
| xor+xnor | 1.807 |
==> layer usage <==
metal | track usage (%) | vias to the layer above | wire, um
li1 | - | 2021 | -
met1 | 23.07 | 1814 | 5315
met2 | 22.72 | 114 | 4877
met3 | 3.178 | 6 | 610
met4 | 1.524 | 0 | 92
met5 | 0 | - | 0
==> sequential cells by signal, indices dropped and copies added (netlist names) <==
register and flops:
ball_x 9, paddle_left_x 9, current_state 6, box_color 3, ball_y 9, refresh_count 32, paddle_right_x 9, paddle_left_y 9
paddle_right_y 9
==> stage by stage <==
step	power [mW]	instance area (um^2)	hold slack (ns)	instances	setup WS, ns
finish	1.398	5741	0.4621	797	2.491
global route	1.459	5741	0.4784	797	2.290
CTS	1.416	5741	0.4663	797	2.501
detailed placement	0.7703	5394	0.4570	781	2.886
global placement	0.7690	5394	0.4482	781	2.932
floorplan	0.7099	4380	0.4389	545	3.828
==> power by group <==
group | total (mW) | internal [mW] | switching (mW)
clock network | 0.641 | 0.401 | 0.240
logic | 0.106 | 0.0627 | 0.0429
registers | 0.651 | 0.637 | 0.0132
==> worst max path at each step <==
stage	slack, ns	from	to
after CTS	2.50	current_state[2]	out_box_h[0]
final	2.49	current_state[5]	out_box_h[0]
after global routing	2.29	current_state[2]	out_box_h[0]
==> layout make-up <==
| cell class | instances | area, um^2 | area share, % |
|---|---|---|---|
| clock inverters | 7 | 121.4 | 2.114 |
| inverters | 28 | 105.1 | 1.831 |
| well taps | 180 | 225.2 | 3.923 |
| repair buffers | 102 | 1003 | 17.48 |
| multi-input cells | 376 | 2158 | 37.60 |
| flip-flops and latches | 95 | 1902 | 33.13 |
| clock buffers | 9 | 225.2 | 3.923 |
==> cell usage in the layout, fill, tap and decap left out, types with 2 or more instances in the layout <==
cell type	netlist	routed
ha_1	2	2
dfxtp_1	95	95
inv_1	28	28
xor2_1	3	3
bufinv_16	0	3
xnor2_1	6	6
nand2b_1	6	6
clkdlybuf4s50_1	0	96
buf_4	11	5
and3_1	3	3
clkbuf_16	0	9
nand2_1	130	130
nand3_1	28	28
and4_1	8	8
and2_1	3	3
nor4_1	10	10
mux2i_1	7	7
or4_1	10	10
nand4_1	17	17
o31ai_1	9	9
a222oi_1	18	18
clkinvlp_4	0	3
conb_1	1	6
or3_1	7	7
o21ai_0	9	9
nor2b_1	7	7
a21oi_1	18	18
a21boi_0	42	42
nor2_1	15	14
nor3_1	4	4
==> worst max-delay path: cells and delay by family, from the launching register on <==
kind / cells / cell delay (ns)
AND/OR/NAND/NOR: 2 / 0.76
buffers and inverters: 2 / 0.66
flip-flops: 1 / 0.63
Power is estimated from default activity; no workload was simulated.
