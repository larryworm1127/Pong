--- flow/config.mk ---
export PLATFORM = sky130hd
export DESIGN_NAME = locationProcessorBall
export DESIGN_NICKNAME = locationProcessorBall
export VERILOG_FILES = /design/flow/design.v
export SDC_FILE = /design/flow/constraint.sdc
export NUM_CORES = 4
export LEC_CHECK = 1
export CORE_UTILIZATION = 40
--- flow/design.v ---
module locationProcessorPaddle (
		input clock,
		input reset_n,
		input [2:0] in_color,
		input [8:0] box_init_x,
		input up,
		input down,
		input m_ready,
		output reg m_valid,
		output [8:0] box_x,
		output [8:0] box_y,
		output [2:0] out_color
	);
	parameter BOX_WIDTH = 9'd10;
	parameter BOX_HEIGHT = 9'd48;
	parameter SCREEN_WIDTH = 9'd320;
	parameter SCREEN_HEIGHT = 9'd240;
	parameter FRAME_RATE_COUNT = 32'd3333332;
	parameter S_UPDATE_POSITION = 2'd0,
			  S_WAIT_TRANSACTION = 2'd1,
			  S_WAIT_FRAME_RATE_COUNT = 2'd2;
	reg [1:0] current_state;  
	reg [1:0] next_state;
	reg [8:0] current_box_x;  
	reg [8:0] current_box_y;  
	reg [8:0] next_box_x;
	reg [8:0] next_box_y;
	parameter INCREASE = 1'b1, DECREASE = 1'b0;
	reg [31:0] current_frame_rate_counter;  
	reg [31:0] next_frame_rate_counter;
	assign box_x = current_box_x;
	assign box_y = current_box_y;
	assign out_color = in_color;
	always @ (*) begin
		next_state = current_state;
		case (current_state)
			S_UPDATE_POSITION: begin
				if (current_frame_rate_counter == FRAME_RATE_COUNT) begin
						next_state = S_WAIT_TRANSACTION;
				end
				else begin
					next_state = S_WAIT_FRAME_RATE_COUNT;
				end
			end
			S_WAIT_TRANSACTION: begin
				if (m_ready == 1'b1) begin
					next_state = S_UPDATE_POSITION;
				end
			end
			S_WAIT_FRAME_RATE_COUNT: begin
				if (current_frame_rate_counter == FRAME_RATE_COUNT) begin
					next_state = S_WAIT_TRANSACTION;
				end
			end
			default:
				next_state = current_state;
		endcase
	end
	always @ (*) begin
		next_box_x = current_box_x;
		next_box_y = current_box_y;
		m_valid = 1'b0;
		next_frame_rate_counter = (current_frame_rate_counter==FRAME_RATE_COUNT) ? current_frame_rate_counter : current_frame_rate_counter + 32'd1;
		case (current_state)
			S_UPDATE_POSITION: begin
				next_box_x = current_box_x;
				if (down == INCREASE) begin
					if (current_box_y + BOX_HEIGHT == SCREEN_HEIGHT) begin
						next_box_y = current_box_y;
					end
					else begin
						next_box_y = current_box_y + 9'd4;
					end
				end
				else if (up == INCREASE) begin
					if (current_box_y == 9'd0) begin
						next_box_y = current_box_y;
					end
					else begin
						next_box_y = current_box_y - 9'd4;
					end
				end
				else begin
					next_box_y = current_box_y;
				end
			end
			S_WAIT_TRANSACTION: begin
				m_valid = 1'b1;
				next_frame_rate_counter = 32'd0;
			end
			default: begin
			end
		endcase
	end
	always @ (posedge clock) begin
		if (reset_n == 1'b0) begin
			current_frame_rate_counter <= 32'd0;
			current_state <= S_WAIT_TRANSACTION;
			current_box_x <= box_init_x;
			current_box_y <= 9'd0;
		end
		else begin
			current_frame_rate_counter <= next_frame_rate_counter;
			current_state <= next_state;
			current_box_x <= next_box_x;
			current_box_y <= next_box_y;
		end
	end
endmodule  
module locationProcessorBall (
		input clock,
		input reset_n,
		input [2:0] in_color,
		input [8:0] paddle_left_y,
		input [8:0] paddle_right_y,
		input m_ready,
		output reg m_valid,
		output [8:0] box_x,
		output [8:0] box_y,
		output [2:0] out_color,
		output reg left_point,
		output reg right_point
	);
	parameter BALL_WIDTH = 9'd10;
	parameter BALL_HEIGHT = 9'd10;
	parameter SCREEN_WIDTH = 9'd320;
	parameter SCREEN_HEIGHT = 9'd240;
	parameter LEFT_COLLISION = 9'd10;
	parameter RIGHT_COLLISION = 9'd310;
	parameter FRAME_RATE_COUNT = 32'd3333332;
	parameter S_UPDATE_POSITION = 2'd0,
			  S_WAIT_TRANSACTION = 2'd1,
			  S_WAIT_FRAME_RATE_COUNT = 2'd2;
	reg [1:0] current_state;  
	reg [1:0] next_state;
	reg [8:0] current_box_x;  
	reg [8:0] current_box_y;  
	reg [8:0] next_box_x;
	reg [8:0] next_box_y;
	parameter INCREASE = 1'b1, DECREASE = 1'b0;
	reg current_box_vx;  
	reg current_box_vy;  
	reg next_box_vx;  
	reg next_box_vy;  
	reg [31:0] current_frame_rate_counter;  
	reg [31:0] next_frame_rate_counter;
	assign box_x = current_box_x;
	assign box_y = current_box_y;
	assign out_color = in_color;
	always @ (*) begin
		next_state = current_state;
		case (current_state)
			S_UPDATE_POSITION: begin
				if (current_frame_rate_counter == FRAME_RATE_COUNT) begin
						next_state = S_WAIT_TRANSACTION;
				end
				else begin
					next_state = S_WAIT_FRAME_RATE_COUNT;
				end
			end
			S_WAIT_TRANSACTION: begin
				if (m_ready == 1'b1) begin
					next_state = S_UPDATE_POSITION;
				end
			end
			S_WAIT_FRAME_RATE_COUNT: begin
				if (current_frame_rate_counter == FRAME_RATE_COUNT) begin
					next_state = S_WAIT_TRANSACTION;
				end
			end
			default:
				next_state = current_state;
		endcase
	end
	always @ (*) begin
		left_point = 0;
		right_point = 0;
		next_box_x = current_box_x;
		next_box_y = current_box_y;
		next_box_vx = current_box_vx;
		next_box_vy = current_box_vy;
		m_valid = 1'b0;
		next_frame_rate_counter = (current_frame_rate_counter==FRAME_RATE_COUNT) ? current_frame_rate_counter : current_frame_rate_counter + 32'd1;
		case (current_state)
			S_UPDATE_POSITION: begin
				if (current_box_vx == INCREASE) begin
					if (current_box_x + BALL_WIDTH >= RIGHT_COLLISION && ((paddle_right_y <= current_box_y && current_box_y <= paddle_right_y + 9'd48) || (paddle_right_y <= current_box_y + BALL_HEIGHT && current_box_y + BALL_HEIGHT <= paddle_right_y + 9'd48))) begin
							next_box_x = current_box_x - 9'd3;
							next_box_vx = DECREASE;
					end
					else if (current_box_x >= RIGHT_COLLISION && current_box_x <= SCREEN_WIDTH) begin
						next_box_x = current_box_x + 9'd3;
						left_point = 1;
					end
					else begin
						next_box_x = current_box_x + 9'd3;
						left_point = 0;
					end
				end
				else begin
					if (current_box_x <= LEFT_COLLISION && ((paddle_left_y <= current_box_y && current_box_y <= paddle_left_y + 9'd48) || (paddle_left_y <= current_box_y + BALL_HEIGHT && current_box_y + BALL_HEIGHT <= paddle_left_y + 9'd48))) begin
						next_box_x = current_box_x + 9'd3;
						next_box_vx = INCREASE;
					end
					else if (current_box_x + BALL_WIDTH <= LEFT_COLLISION && current_box_x + BALL_WIDTH >= 0) begin
						next_box_x = current_box_x - 9'd3;
						right_point = 1;
					end
					else begin
						next_box_x = current_box_x - 9'd3;
						right_point = 0;
					end
				end
				if (current_box_vy == INCREASE) begin
					if (current_box_y + BALL_WIDTH >= SCREEN_HEIGHT) begin
						next_box_y = current_box_y - 9'd3;
						next_box_vy = DECREASE;
					end
					else begin
						next_box_y = current_box_y + 9'd3;
					end
				end
				else begin
					if (current_box_y <= 9'd0) begin
						next_box_y = current_box_y + 9'd3;
						next_box_vy = INCREASE;
					end
					else begin
						next_box_y = current_box_y - 9'd3;
					end
				end
			end
			S_WAIT_TRANSACTION: begin
				m_valid = 1'b1;
				next_frame_rate_counter = 32'd0;
			end
			default: begin
			end
		endcase
	end
	always @ (posedge clock) begin
		if (reset_n == 1'b0) begin
			current_frame_rate_counter <= 32'd0;
			current_state <= S_WAIT_TRANSACTION;
			current_box_x <= 9'd160;   
			current_box_y <= 9'd120;
			current_box_vy <= INCREASE;
			current_box_vx <= INCREASE;
		end
		else begin
			current_frame_rate_counter <= next_frame_rate_counter;
			current_state <= next_state;
			current_box_x <= next_box_x;
			current_box_y <= next_box_y;
			current_box_vy <= next_box_vy;
			current_box_vx <= next_box_vx;
		end
	end
endmodule  
--- flow/constraint.sdc ---
current_design locationProcessorBall

set clk_period 7.0
set clk_io_pct 0.2

create_clock -name clk0 -period $clk_period [get_ports {clock}]

set non_clock_inputs [all_inputs -no_clocks]
set_input_delay [expr $clk_period * $clk_io_pct] -clock clk0 $non_clock_inputs
set_output_delay [expr $clk_period * $clk_io_pct] -clock clk0 [all_outputs]
--- flow/run.sh ---
#!/bin/bash
# OpenROAD 26Q1-2900-gdf79404cd8, Yosys 0.63+post, stock flow scripts
make -C /OpenROAD-flow-scripts/flow DESIGN_CONFIG=/design/flow/config.mk WORK_HOME=/design/flow/orfs finish
==> reports/results.ini <==
[status]
outcome=complete, no violations

[yosys]
synth_cells=645
ys_warn_count=1
postSynthSeqShare=0.210
yosysUniqueCellTypes=70
ys_ff=55
yosys_area_um2=5240
synth-cells-yosys=645
synth_area_um2=5240
top_area_frac=0.210
edf_count=0
top_cells_by_count=79 x ha_1, 56 x nor2_1, 55 x dfxtp_1
top_cell=ha_1
syn_area_per_cell_um2=8.12
yosys-top-cells-area=dfxtp_1 21%, ha_1 19%, xor2_1 4.3%
synthArstFlopShare=0
dominantRegCellSynth=dfxtp_1
largest_area_cell=dfxtp_1

[cts]
post_cts_resized=0
clkSinkCount=55
clk_pin_slew_ns=0.07
hold_buffers=0
cts_buffers=5
insertion_delay_ns=0.29
tritoncts=yes
cts.repair_timing.setup_buffer_count=0
htreeDepth=2
clockBufferDepth=2
cts_root_buffer=clkbuf_16

[critical_path]
critPathLaunchType=input pin
r2r.worst_path.cells=13
cp.arrival_ns=4.88
startpoint=paddle_right_y[5]
r2r-start=current_box_y[5]
crit_type=input pin to output port
worstPathMaxFanout=7
worstSetupEndpointType=output port
cp_data_required_time_ns=5.60

[grt]
antenna_found_initial=0
grt_max_degree=34
track_usage=0.193
gr-total-overflow=0
grt_pass1_vias=4209
grt_pass1_wl_um=20600

[layout]
nFillCells=1192
drive_gt1_frac=0.0373
final_cell_area_um2=5920
syn2layout_area_growth_pct=13.1

[final_timing]
worst_slew_pin_slew_ns=0.708
relSlewSlack=0.527
fin_crit_ns=6.28
skew_ns=0.00660
drv_slew=0
whs_ns=0.490
fmax_mhz=159
setup_viol_count_final=0
finalHoldViolations=0
finalCritPeriodShare=0.897
tns_ns=0
rsz0062_at_grt=false

[routing]
drt-total-wl_um=12400
drtIter0Drc=205
ant_nets=0
wire_per_inst_um=14.7
drt_pass1_iterations=4
drc=0
num_antenna_cells=0
viasPerCell=5.43
vias=4572

[power_and_ir_drop]
p_per_area_nw_per_um2=127
seq_power_share=0.433
power.share.switching=0.263
leakagePower_nw=2.36
internal-power_w=0.000552
clkPwrFrac=0.373
switchingPower_w=0.000198
p_comb_frac=0.194
irDropWorstVdd_mv=0.106

[placement]
hpwl_um=9410
placed_area_um2=5750
portBuffers=41
gp_congestion=0.886

[die]
die_w_um=116
io_pins=48
fp-utilization=0.413
core_area_um2=12700
chip_area_um2=13500
placementRows=41
fp.dieH_um=116

[worst_hold_path]
hp-start=current_frame_rate_counter[31]
hp-class=register to register
hold_depth=2

[run]
warnings=57
drv_cap=0

-- per-stage QoR --
stage                      util  power, W  setup slack (ns)  cells
after floorplan               -  0.000428              2.22    645
after global placement    0.454  0.000475             0.769    835
after detailed placement  0.454  0.000477             0.723    835
after CTS                 0.467  0.000759             0.712    842
after global routing      0.467  0.000791             0.505    842
final                     0.467  0.000750             0.721    842
-- worst max-delay path, cell delays in order --
cell and delay [ns]:
clkdlybuf4s50_1 0.60, inv_1 0.09, ha_1 0.22, xor2_1 0.17
ha_1 0.32, a211oi_1 0.09, a211oi_1 0.22, o21ai_0 0.15
a221oi_2 0.34, o32ai_1 0.13, o221ai_2 0.40, nor3b_2 0.25
clkdlybuf4s50_1 0.48
-- per-layer routing --
layer	routed length (µm)	share of wire	vias up	global-route usage
met4	166	0.013	0	0.0274
met1	6030	0.49	2122	0.283
met5	0	0	-	0
met2	5740	0.46	79	0.320
met3	480	0.039	12	0.0164
li1	-	-	2359	-
-- final timing paths --
| kind | endpoint | slack (ns) |
|---|---|---|
| setup / recovery | left_point | 0.72 |
| hold / removal | current_frame_rate_counter[31] | 0.49 |
| setup reg to reg | current_box_x[5] | 2.77 |
| hold reg to reg | current_frame_rate_counter[31] | 0.49 |
-- cell usage in the layout, fill, tap and decap left out, drive strengths merged, types with 14 or more instances in the layout --
| master | synthesis | final |
|---|---|---|
| a21oi | 28 | 28 |
| dfxtp | 55 | 55 |
| inv | 44 | 45 |
| xor2 | 27 | 27 |
| xnor2 | 28 | 28 |
| ha | 79 | 79 |
| nand3 | 20 | 20 |
| nand4 | 16 | 16 |
| o21ai | 39 | 39 |
| nor3 | 14 | 14 |
| nand2 | 53 | 53 |
| clkdlybuf4s50 | 0 | 41 |
| nor2 | 56 | 56 |
-- area by class of cell --
cell class | count | area, µm² | area share
Clock buffer | 5 | 125 | 0.0211
Clock inverter | 2 | 41.3 | 0.00697
Inverter | 45 | 183 | 0.0309
Multi-Input combinational cell | 519 | 3820 | 0.646
Sequential cell | 55 | 1100 | 0.186
Tap cell | 172 | 215 | 0.0363
Timing Repair Buffer | 44 | 433 | 0.0731
-- power groups by stage --
stage         sequential, W  clock [W]  combinational (W)
CTS                0.000325   0.000288           0.000145
global route       0.000326   0.000301           0.000164
finish             0.000325   0.000280           0.000145
-- state kept, by name, indices dropped and copies added, names as in the netlist --
name and cells:
current_box_y 9, current_box_vy 1, current_box_vx 1, current_frame_rate_counter 32
current_box_x 9, current_state 3
-- cells by family after synthesis --
kind of cell               after synthesis  share of synthesized area
and+or+nand+nor                        234                      0.232
muxes                                   14                     0.0272
adders and majority gates               79                      0.189
DFF                                     55                      0.210
xor gates and xnor gates                56                      0.106
AOI/OAI and AO/OA                      136                      0.176
buffers and inverters                   71                     0.0595
Power and IR drop assume default switching activity.
